### /design/flow/run.sh
#!/bin/bash
# OpenROAD 26Q1-2900-gdf79404cd8, Yosys 0.63+post, stock flow scripts
make -C /OpenROAD-flow-scripts/flow DESIGN_CONFIG=/design/flow/config.mk WORK_HOME=/design/flow/orfs finish
### /design/flow/config.mk
export PLATFORM = sky130hd
export DESIGN_NAME = control_unit
export DESIGN_NICKNAME = control_unit
export VERILOG_FILES = /design/flow/design.v
export SDC_FILE = /design/flow/constraint.sdc
export NUM_CORES = 4
export LEC_CHECK = 1
export CORE_AREA = 10 10 70 70
export DIE_AREA = 0 0 80 80
### /design/flow/constraint.sdc
current_design control_unit

set clk_period 1.4
set clk_io_pct 0.2

create_clock -name clk0 -period $clk_period [get_ports {clk}]

set non_clock_inputs [all_inputs -no_clocks]
set_input_delay [expr $clk_period * $clk_io_pct] -clock clk0 $non_clock_inputs
set_output_delay [expr $clk_period * $clk_io_pct] -clock clk0 [all_outputs]
### /design/flow/design.v
module control_unit (
  input clk,
  input reset,
  input [3:0] opcode,
  input [3:0] status_reg,
  output reg ir_load_en,
  output reg reg_write_en,
  output reg alu_en,
  output reg jump_en,
  output reg halt,
  output reg [3:0] alu_opcode
);
  parameter FETCH      = 3'b000,
            DECODE     = 3'b001,
            EXECUTE    = 3'b010,
            WRITE_BACK = 3'b011,
            HALT_STATE = 3'b100;
  parameter Z_FLAG_BIT = 3;
  reg [2:0] state, next_state;
  always @(posedge clk or negedge reset) begin
    if (!reset)
      state <= FETCH;
    else
      state <= next_state;
  end
  always @(*) begin
    ir_load_en   = 0;
    reg_write_en = 0;
    alu_en       = 0;
    jump_en      = 0;
    halt         = 0;
    alu_opcode   = 4'b0000;
    next_state   = state;
    case (state)
      FETCH: begin
        ir_load_en = 1;
        next_state = DECODE;
      end
      DECODE: begin
        case (opcode)
          4'b1111: next_state = HALT_STATE;  
          default: next_state = EXECUTE;
        endcase
      end
      EXECUTE: begin
        case (opcode)
          4'b1000, 4'b1001, 4'b1010, 4'b1011,
          4'b1100, 4'b1101, 4'b1110: begin
            alu_en     = 1;
            alu_opcode = opcode;
          end
          4'b0101: begin  
            alu_en = 0;
          end
          default: begin
            alu_en = 0;
          end
        endcase
        next_state = WRITE_BACK;
      end
      WRITE_BACK: begin
        case (opcode)
          4'b0101, 4'b1000, 4'b1001, 4'b1010,
          4'b1011, 4'b1100, 4'b1101, 4'b1110:
              reg_write_en = 1;
        endcase
        next_state = FETCH;
      end
      HALT_STATE: begin
        halt = 1;
        next_state = HALT_STATE;
      end
      default: next_state = FETCH;
    endcase
  end
endmodule
==> datasheet_impl.txt <==
Physical design parameters

Parameter                              Value

Worst setup path
  Slowest library cell on the worst path    dfrtp_1
  R2R Path End    state[4]
  Highest cell delay on the worst timing path    0.38 ns
  Crit Reg-Reg Startpoint    state[2]
  Worst reg-to-reg setup slack    0.56 ns
  Critical Path Source    state[2]
  Critical path class    register to primary output
  WP data required    1.12 ns
  Worst-path cell chain    buf_4, nand3_1, a21oi_2, dlygate4sd2_1
  Arrival time at the worst endpoint    1.11 ns
  Kind of start point of the critical path    register
  Depth of the worst register-to-register path    3
  Endpoint class of the critical path    primary output
  Maximum fanout encountered on the critical timing path    2
  Setup crit end    alu_opcode[2]

Synthesis
  Top cell types by occurrence after synthesis    4 x dfrtp_1, 3 x a21oi_1, 3 x nand3_1, 2 x a31oi_1
  Number of warning messages in the yosys log    1
  Number of instances in the synthesized netlist    23
  Flip-flops with a built-in enable    0
  Post-Syn Area per Cell    10.1 µm²
  Cell with the most instances after synthesis    dfrtp_1
  Synthesized chip area reported by yosys    231 µm²
  Area fraction of the dominant cell type after synthesis    43.2%
  Yosys stat cell total    23
  Synth async-reset ratio    100%
  Main area contributors after synthesis    dfrtp_1 43%, dfstp_2 11%, a21oi_1 6.5%
  Mapped Area    ~230 µm²
  Sequential-to-total area share from yosys stat    between 50% and 60%
  Cell taking the most area after synthesis    dfrtp_1
  Distinct cell type count after synthesis    15
  Primary FF master, synth    dfrtp_1
  Flop and latch count out of synthesis    5

Cells and area
  Layout Area Growth over Synthesis    114%
  Fillers    between 300 and 400
  Share of post-route cells with drive strength above 1    51.1%
  Max reg flops    5
  Largest regs    state (5)
  Biggest register    state
  Final Instance Count excl. Fillers    around 93

Power and ir drop
  Post-layout power    0.345 mW
  Worst supply voltage drop on vdd    0.444 mV
  Part of the power in combinational logic    10.5%
  Clock group share of total power    between 40% and 50%
  Int Pwr    0.271 mW
  Part of the total power dissipated in sequential elements    42.4%
  Static Leakage    0.252 nW
  Switching portion of total power    between 20% and 30%
  Power Density    697 nW/µm²
  Net switching power    ~0.074 mW

Clock tree
  Clock root buffer    clkbuf_4
  Hold-fix buffers, CTS    0
  Number of buffers on the longest clock path    2
  CTS tree    done
  Clock transition at the register clock pins on the worst setup and hold paths after CTS    0.04 ns
  Number of H-tree branching levels    1
  Number of sinks driven by the clock tree    5
  Number of buffers created by CTS    3
  Worst-Skew Late Latency    0.24 ns

Place
  Post-Place Worst Slack    -0.510 ns
  Number of placed instances, taps included    about 84
  HPWL Detailed    562 µm
  Final weighted congestion in routability-driven placement    approximately 0.75
  I/O Buffers    13

Floorplan
  Share of the core filled by cells before placement    6.78%
  Full die area    6400 µm²
  DIE HEIGHT    80 µm
  Area of the core region    3420 µm²
  Number of placement rows    21
  Die Span X    80 µm
  Number of I/O pins    19

Outcome
  Outcome    complete, no violations

Final timing
  Period minus WS final    about 1.4 ns
  Final worst-path cycle share    99.2%
  Number of setup violations in the final report    0
  Setup skew after layout    0.00356 ns
  RSZ-0062 raised after global routing    yes
  Fmax    720 MHz
  Final worst slack    between 0.01 and 0.015 ns
  Count of final max-slew check failures    0
  Endpoints failing hold    0

Route
  First-pass iteration count of the detailed router    2
  Post-Route WL    about 820 µm
  Number of inserted diodes    0
  Detailed-route via count    269
  Number of remaining DRC errors    0
  Violation tally from detailed-route iteration zero    1
  Final ANT Viol Nets    0
  Number of vias per cell after detailed routing    approximately 2.9
  Routed length per instance    8.83 µm

Flow run
  Max-cap violations    0
  Number of warning messages in the logs    31

GRT
  Number of global-route vias before repair    271
  Wire length of the first global-routing pass    1290 µm
  GRT Overall Usage    approximately 2.5%
  Global route overflow    0
  Maximum number of pins on one net before global-route repair    8
  Number of antenna violations at the first check in global routing    0

Worst hold path
  Worst hold path class    input port to asynchronous set/reset pin
==> worst max-delay path: cells and delay by family, from the launching register on <==
family	cells	cell delay, ns
flops	1	0.38
compound gates	1	0.03
simple gates	1	0.09
buf+inv	2	0.37
==> layout make-up <==
type	count	area, µm²	area share (%)
Multi-Input combinational cell	16	116	23.5
Timing Repair Buffer	21	164	33.2
Inverter	1	3.75	0.759
Clock buffer	4	26.3	5.32
Sequential cell	5	126	25.6
Tap cell	46	57.6	11.6
==> stage by stage <==
stage | area, µm² | TNS [ns] | utilization (%) | hold WS, ns
after detailed placement | 434 | -2.91 | 12.7 | 0.391
after CTS | 474 | -0.267 | 13.9 | 0.252
after global placement | 434 | -2.85 | 12.7 | 0.392
after floorplan | 231 | 0 | - | -0.0156
final | 494 | 0 | 14.5 | 0.256
after global routing | 494 | -0.227 | 14.5 | 0.267
==> what timing repair did <==
| action | CTS | global route |
|---|---|---|
| endpoints found under the setup margin | 7 | 6 |
| buffers inserted | 4 | 1 |
| resized | 27 | 13 |
| pin swaps | 1 | 0 |
==> worst min path at each step <==
stage / startpoint / end / slack, ns / depth (start not counted)
after CTS: reset / state[1] / 0.25 / 1
after global routing: reset / state[3] / 0.27 / 1
final: reset / state[1] / 0.26 / 1
==> layout by cell type (no fill, tap or decap), drive strengths merged <==
cell type	n
conb	1
dlygate4sd2	3
nand4	1
a21boi	1
o21a	1
nand3	3
a31oi	2
and2	1
a21oi	3
clkbuf	6
dfrtp	4
dlymetal6s2s	1
nand2	1
dfstp	1
and3b	1
inv	1
clkdlybuf4s50	2
buf	13
o21bai	1
==> cell families (layout without fill, tap and decap cells) <==
family | after synthesis | after routing | synth area share, %
buffers and inverters | 2 | 26 | 4.86
flip-flops | 5 | 5 | 54.6
AND/OR/NAND/NOR | 7 | 7 | 17.3
other | 1 | 1 | 1.62
AND-OR/OR-AND | 8 | 8 | 21.6
==> power by group through the flow <==
stage         Clock (mW)  Combinational, mW  Sequential, mW
global route       0.184             0.0405           0.146
finish             0.162             0.0362           0.146
CTS                0.173             0.0333           0.146
==> routing by layer <==
layer | global-route usage, % | wire, µm | part of all wire [%]
met1 | 4.42 | 491 | 60
met4 | 0.176 | 0 | 0
met3 | 1.70 | 109 | 13
met2 | 2.17 | 220 | 27
met5 | 0 | 0 | 0
Power is estimated from default activity; no workload was simulated.
