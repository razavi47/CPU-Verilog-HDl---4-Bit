==> design/flow/design.v <==
module alu (
    input  [3:0] A, 
    input  [3:0] B,
    input  [3:0] opcode,
    input alu_en,
    output reg [3:0] result,
    output reg zero_flag,
    output reg negative_flag,
    output reg carry_flag,
    output reg overflow_flag
);
    reg [4:0] temp;
    always @(*) begin
        if (alu_en) begin
            case (opcode)
                4'b1000: begin  
                    temp = A + B;
                    overflow_flag = ((A[3] == B[3]) && (temp[3] != A[3]));
                end
                4'b1001: begin  
                    temp = A - B;
                    overflow_flag = ((A[3] != B[3]) && (temp[3] == B[3]));
                end
                4'b1010: temp = A & B;       
                4'b1011: temp = A | B;       
                4'b1100: temp = A ^ B;       
                4'b1101: temp = ~A;          
                4'b1110: temp = A << 1;      
                4'b1111: temp = A >> 1;      
                default: temp = 5'b00000;
            endcase
            result = temp[3:0];
            zero_flag = (result == 4'b0000);
            negative_flag = result[3];
            carry_flag = temp[4];
        end 
        else begin
            result = 4'b0000;
            zero_flag = 1'b0;
            negative_flag = 1'b0;
            carry_flag = 1'b0;
            overflow_flag = 1'b0;
        end
    end
endmodule
==> design/flow/run.sh <==
#!/bin/bash
# OpenROAD 26Q1-2900-gdf79404cd8, Yosys 0.63+post, stock flow scripts
make -C /OpenROAD-flow-scripts/flow DESIGN_CONFIG=/design/flow/config.mk WORK_HOME=/design/flow/orfs finish
==> design/flow/config.mk <==
export PLATFORM = sky130hd
export DESIGN_NAME = alu
export DESIGN_NICKNAME = alu
export VERILOG_FILES = /design/flow/design.v
export SDC_FILE = /design/flow/constraint.sdc
export NUM_CORES = 4
export LEC_CHECK = 1
export CORE_AREA = 10 10 72 72
export DIE_AREA = 0 0 82 82
==> design/flow/constraint.sdc <==
current_design alu

set clk_period 4.5
set clk_io_pct 0.2

create_clock -name clk0 -period $clk_period

set non_clock_inputs [all_inputs -no_clocks]
set_input_delay [expr $clk_period * $clk_io_pct] -clock clk0 $non_clock_inputs
set_output_delay [expr $clk_period * $clk_io_pct] -clock clk0 [all_outputs]
==> impl_metrics.json <==
{
  "required_ns": 3.60,
  "maximum_cell_stage_delay_along_the_critical_path_ns": 0.51,
  "route.vias.total": 756,
  "gr-usage-all-layers": 0.05651,
  "total_overflow_reported_by_the_global_router": 0,
  "synth_stat.cells": 104,
  "antenna_found_initial": 0,
  "whs_path_depth": 4,
  "die_area_sq_um": 6724,
  "critical_path.endpoint_type": "primary output",
  "drc": 0,
  "async_s_r_ff_share_synth": 0,
  "p_leak_uw": 0.0004645,
  "critPathMaxFanout": 4,
  "largest_register_ff_count": 1,
  "postCtsSetupRepairBufs": 0,
  "post_synth_top_cells": "sky130_fd_sc_hd__ha_1, sky130_fd_sc_hd__inv_1, sky130_fd_sc_hd__nand2_1",
  "min_from": "alu_en",
  "synth_top_flop_cell": "sky130_fd_sc_hd__dlxtn_1",
  "worstSetupStartpoint": "A[0]",
  "detail_route.antenna_diodes": 0,
  "core.rowCount": 22,
  "final_clock_period_utilization_by_the_worst_path": 0.9628,
  "final_hold_viol_count": 0,
  "power_per_cell_area_nw_per_um2": 86.34,
  "synth.top_cells.by_area": "sky130_fd_sc_hd__ha_1, sky130_fd_sc_hd__inv_1, sky130_fd_sc_hd__mux4_2, sky130_fd_sc_hd__fa_1, sky130_fd_sc_hd__mux2i_1",
  "cp_slowest_cell": "sky130_fd_sc_hd__clkdlybuf4s50_1",
  "synth.yosys.warnings": 1,
  "core_util_floorplan": 0.2151,
  "post-route-min-period_ns": 4.332,
  "critPathLaunchType": "input pin",
  "maximum_number_of_pins_on_one_net_before_global_route_repair": 14,
  "syn2layout_area_growth_pct": 35.80,
  "yosys_area_sq_um": 793.3,
  "syn-cell-area_sq_um": 793.3,
  "grt_pass1_wl_microns": 3187,
  "max_freq_mhz": 230.8,
  "critPathKind": "in2out",
  "postRouteWirelength_microns": 1910,
  "synth_top_area_share": 0.1893,
  "port_buffers": 21,
  "drive_above_1_share": 0.1032,
  "chipWidth_microns": 82,
  "tally_of_max_capacitance_violations": 0,
  "grt_pass1_vias": 721,
  "crit_path_cell_trace": "clkdlybuf4s50_1 > ha_2 > inv_1 > fa_1 > nor2_1 > a21oi_1 > mux4_2 > nor2b_2 > nor2b_1 > clkdlybuf4s50_1",
  "outcome": "finished clean",
  "synthesis.instances": 104,
  "violation_tally_from_detailed_route_iteration_zero": 49,
  "core_area_sq_um": 3689,
  "tightest_slew_ns": 0.4356,
  "synth.avg_cell_area_sq_um": 7.628,
  "worstPathArrival_ns": 3.43,
  "floorplan.die.height_microns": 82,
  "routedWlPerCell_microns": 10.98,
  "setup_viol_count_final": 0,
  "setup-tns-final_ns": 0,
  "worstHoldPathType": "in2out",
  "critical-path-top-cell-by-count": "sky130_fd_sc_hd__clkdlybuf4s50_1",
  "grt_setup_unrepaired": "false",
  "num_io_pins": 21,
  "fin_hold_ws_ns": 2.824,
  "timing.final.max_slew_violations": 0,
  "unclocked_regs": 1,
  "utilization": 0.2921,
  "detailedPlacementHpwl_microns": 1696,
  "final_antenna_net_count": 0,
  "fillers": 403,
  "yosys.area.top_type": "sky130_fd_sc_hd__ha_1",
  "maxSlewHeadroom": 0.7087,
  "ys_ff": 1,
  "routed_via_density": 4.345,
  "unconstrained_endpoints": 2,
  "synth-edff-count": 0,
  "post_synth_num_cell_types": 37,
  "number_of_warnings_the_tools_reported": 40,
  "drt_first_pass_iters": 4,
  "vdd_ir_drop_max_mv": 0.02098,
  "routabilityCongestion": 0.9115
}
[power breakdown]
part | internal [uW] | switching (uW)
sequential | 0.862 | 0.0652
clock | 0 | 0
combinational | 49.8 | 42.3
total | 50.6 | 42.4
[kinds of logic after synthesis]
kind of cell,Yosys count,synth area share
buf+inv,19,0.1214
fa+ha+maj,14,0.2397
latches,1,0.01892
compound gates,23,0.1909
xor+xnor,3,0.03313
mux,7,0.1214
simple gates,37,0.2745
[worst paths after layout]
kind,to,slack (ns)
max,result[1],0.17
min,zero_flag,2.82
[layout by cell type, fill, tap and decap left out, types with 2 or more instances in the layout]
cell                               n
sky130_fd_sc_hd__clkdlybuf4s50_1  21
sky130_fd_sc_hd__a211oi_1          2
sky130_fd_sc_hd__buf_4             8
sky130_fd_sc_hd__nand3_1           3
sky130_fd_sc_hd__o21bai_1          2
sky130_fd_sc_hd__ha_1             11
sky130_fd_sc_hd__inv_1            12
sky130_fd_sc_hd__nor2b_1           5
sky130_fd_sc_hd__fa_1              2
sky130_fd_sc_hd__mux4_2            2
sky130_fd_sc_hd__and2b_1           2
sky130_fd_sc_hd__nand2_1           7
sky130_fd_sc_hd__nor2_1            6
sky130_fd_sc_hd__nand2b_1          3
sky130_fd_sc_hd__nand3b_1          3
sky130_fd_sc_hd__a21oi_1           6
sky130_fd_sc_hd__xnor2_1           3
sky130_fd_sc_hd__o21ai_0           5
sky130_fd_sc_hd__mux2i_1           4
[final cells by class]
| cell class | count | area, sq um | area share |
|---|---|---|---|
| multi-input combinational | 84 | 686.9 | 0.6376 |
| timing repair buffer | 29 | 270.3 | 0.2509 |
| tap | 48 | 60.06 | 0.05575 |
| inverter | 12 | 45.04 | 0.04181 |
| sequential | 1 | 15.01 | 0.01394 |
[worst max-delay path, delay by kind of cell]
| family | cells | cell delay, ns |
|---|---|---|
| simple gates | 3 | 0.35 |
| fa+ha+maj | 2 | 0.63 |
| mux | 1 | 0.46 |
| compound gates | 1 | 0.05 |
| buf+inv | 3 | 1.03 |
[metal layers]
| layer | GRT usage | part of all wire | up-vias |
|---|---|---|---|
| met1 | 0.07950 | 0.47 | 326 |
| li1 | - | - | 404 |
| met5 | 0 | 0 | - |
| met2 | 0.08856 | 0.39 | 26 |
| met4 | 0 | 0 | 0 |
| met3 | 0.01762 | 0.14 | 0 |
[metrics by stage]
step | total power [uW] | std cells | setup WS [ns] | area, sq um
2_1_floorplan | 57.81 | 104 | 1.253 | 793.3
3_3_place_gp | 92.33 | 174 | 0.1432 | 1072
3_5_place_dp | 92.70 | 174 | 0.1274 | 1072
4_1_cts | 93.00 | 174 | 0.1324 | 1072
5_1_grt | 103.4 | 174 | 0.01935 | 1077
6_report | 93.01 | 174 | 0.1675 | 1077
[repair_timing]
action,4_1_cts,5_1_grt
hold buffers,0,0
resized,0,2
setup endpoints to repair,0,1
Power figures rest on the tool's default switching activity, not on a simulated workload.
