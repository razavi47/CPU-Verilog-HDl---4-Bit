<file path="run.sh">
#!/bin/bash
# OpenROAD 26Q1-2900-gdf79404cd8, Yosys 0.63+post, stock flow scripts
make -C /OpenROAD-flow-scripts/flow DESIGN_CONFIG=/design/flow/config.mk WORK_HOME=/design/flow/orfs finish
</file>
<file path="config.mk">
export PLATFORM = sky130hd
export DESIGN_NAME = instruction_reg
export DESIGN_NICKNAME = instruction_reg
export VERILOG_FILES = /design/flow/design.v
export SDC_FILE = /design/flow/constraint.sdc
export NUM_CORES = 4
export LEC_CHECK = 1
export CORE_AREA = 10 10 70 70
export DIE_AREA = 0 0 80 80
</file>
<file path="constraint.sdc">
current_design instruction_reg

set clk_period 1.1
set clk_io_pct 0.2

create_clock -name clk0 -period $clk_period [get_ports {clk}]

set non_clock_inputs [all_inputs -no_clocks]
set_input_delay [expr $clk_period * $clk_io_pct] -clock clk0 $non_clock_inputs
set_output_delay [expr $clk_period * $clk_io_pct] -clock clk0 [all_outputs]
</file>
<file path="design.v">
module instruction_reg (
  input clk,
  input reset,
  input ir_load_en,
  input [7:0] instruction_in,
  output reg [3:0] op_code,
  output reg [1:0] reg_sel,
  output reg [1:0] data
);
always @(posedge clk or negedge reset) begin
  if (!reset) begin
    op_code <= 4'b0000;
    reg_sel <= 2'b00;
    data <= 2'b00;
  end
  else if (ir_load_en) begin
    op_code <= instruction_in[7:4];
    reg_sel <= instruction_in[3:2];
    data <= instruction_in[1:0];
  end
end
endmodule
</file>
==> reports/qor.csv <==
stage,metric,value,unit
clock_tree,Clock Sinks,8,
logic_synthesis,Synth cell types,3,
setup_path,kind of critical path,input port to flop,
clock_tree,clk buf depth,2,
setup_path,CP Capture Type,flop,
global_routing,vias in the first global route,284,
route,drc violations,0,
global_routing,GRT Total Usage,0.0291,
pwr,switching share of total power,0.209,
timing,cycle use final,0.959,
pwr,P_leak,0.268,nW
clock_tree,CTS Hold Bufs,0,
setup_path,arrival time at the worst endpoint,1.19,ns
timing,clk_skew,0,ns
timing,"Min Clock Period, post-route",1.06,ns
route,vias per cell,2.56,
clock_tree,CTS clock-pin slew for the worst setup and hold paths,0.06,ns
logic_synthesis,Post-Syn Area,332,um2
timing,max-slew violations,0,
floorplan,row count,21,
floorplan,Ports,19,
logic_synthesis,YS warnings,1,
pwr,Clock power frac,0.316,
setup_path,worst path required time,1.23,ns
clock_tree,CTS tree,built,
setup_path,worst-path maximum fanout,6,
route,remaining antenna violation count,0,
setup_path,crit path launch,ir_load_en,
timing,Slew HR,0.905,
logic_synthesis,top cells by area,"dfrtp_1, mux2_4, buf_6",
route,via count,220,
run,Log Warnings,28,
timing,worst slew pin tran,0.143,ns
timing,post-layout worst setup margin,0.0447,ns
final_layout,area grow syn2layout,85.7,%
clock_tree,Root Driver,clkbuf_4,
clock_tree,CTS Buf Count,3,
global_routing,largest net degree at the start of global routing,9,
clock_tree,H-tree depth,1,
route,DR WL/cell,10.4,um
logic_synthesis,chip area in the Yosys report,332,um2
logic_synthesis,cell count after synthesis,17,
setup_path,Critical R2R Launch,reg_sel[1],
floorplan,die extent in x,80,um
final_layout,share of cells above drive strength 1,0.350,
placement,RePlAce Congestion,0.706,
floorplan,Die Height,80,um
pwr,internal power consumption,0.568,mW
floorplan,FP Util,0.0971,
setup_path,crit path launch type,input port,
clock_tree,"Clk Latency, worst-skew pair",0.25,ns
pwr,worst IR drop on VDD,0.301,mV
pwr,Logic pwr share,0.211,
min_path,Hold Path Class,input port to asynchronous set/reset pin,
timing,RSZ-0062 raised after global routing,no,
timing,Setup Viol. Count Final,0,
logic_synthesis,ys flops,8,
outcome,status,"finished, final reports clean",
timing,fmax,948,MHz
floorplan,core area,0.00342,mm2
pwr,Reg power frac,0.473,
pwr,P_sw,0.150,mW
timing,TNS Setup,0,ns
logic_synthesis,Synth Seq Share,0.604,
setup_path,RR Endpoint,reg_sel[1],
global_routing,initial antenna violation count,0,
placement,Setup WS pre-CTS,-0.226,ns
logic_synthesis,Yosys Instances,17,
setup_path,R2R Setup Slk,0.34,ns
logic_synthesis,Area leader share,0.604,
route,first drt pass iteration count,2,
placement,PortBufs,18,
floorplan,Die ar.,0.00640,mm2
logic_synthesis,Synth area leader,dfrtp_1,
setup_path,Worst Setup EP,op_code[3],
route,1st-iter DRT viols,3,
global_routing,first-pass GRT wire length,1470,um
route,# diodes,0,
route,Detailed Route WL,896,um
pwr,power density cells,1170,mW/mm2
logic_synthesis,Syn Area/Cell,19.5,um2
global_routing,GRT overflow,0,
timing,"Hold Violations, Final",0,
final_layout,final core utilization,0.180,
setup_path,r2r worst-path depth,1,
run,number of max-cap violations,0,
## cell families after synthesis
kind of cell | share of synthesized area
muxes | 0.362
DFF | 0.604
buffers and inverters | 0.0340
## state kept, by name (all words and copies together) (netlist names)
register,flops
data,2
op_code,4
reg_sel,2
## power by group through the flow
stage / logic, mW / registers, mW / clock network (mW)
CTS: 0.156 / 0.340 / 0.245
global route: 0.165 / 0.343 / 0.258
finish: 0.151 / 0.340 / 0.227
## per-layer routing
layer	routed length [um]	up-vias	track usage
li1	-	104	-
met1	389	104	0.0359
met2	399	10	0.0401
met3	101	2	0.0205
met4	6	0	0.00704
met5	0	-	0
## stage by stage
step	std cells	cell area (um2)	total power [mW]	hold WS, ns
after detailed placement	83	593	0.513	0.497
after global placement	83	593	0.512	0.493
after global routing	86	616	0.767	0.259
after CTS	86	614	0.741	0.250
after floorplan	17	332	0.392	-0.0756
final	86	616	0.718	0.248
## cells in the mapped netlist
cell	n
dfrtp_1	8
mux2_4	8
buf_6	1
## layout make-up
cell class                 count  area, um2
timing repair buffer          21        215
fill                         376       2800
tap                           46       57.6
sequential                     8        200
clock buffer                   3       22.5
multi-input combinational      8        120
## how the worst min path moves through the flow
stage	to	slack [ns]	cells past startpoint	startpoint
after global routing	op_code[2]	0.26	2	reset
final	reg_sel[0]	0.25	2	reset
after CTS	reg_sel[0]	0.25	2	reset
## worst max-delay path: stages
cell             delay (ns)
clkdlybuf4s50_1        0.53
buf_12                 0.14
mux2_4                 0.30
## layout by cell type, fill, tap and decap left out, drive strengths merged
cell and count:
buf 3, clkbuf 3, clkdlybuf4s15 8, clkdlybuf4s50 10, dfrtp 8, mux2 8
## what timing repair did
item	4_1_cts	5_1_grt
endpoints found under the setup margin	8	1
setup buffers	0	0
gates resized	15	1
Power figures rest on the tool's default switching activity, not on a simulated workload.
